--- design.v ---
module washing_machine (
    input clk,
    input reset,
    input start_stop,
    input cycle_select,
    input door_open,
    output reg [1:0] led_cycle,
    output reg [2:0] led_state,
    output reg door_lock,
    output reg buzzer,
    output reg [3:0] timer_display
);
    localparam IDLE    = 3'b000;
    localparam FILL    = 3'b001;
    localparam WASH    = 3'b010;
    localparam DRAIN   = 3'b011;
    localparam RINSE   = 3'b100;
    localparam SPIN    = 3'b101;
    localparam PAUSED  = 3'b110;
    localparam COMPLETE= 3'b111;
    reg [2:0] current_state, next_state;
    localparam DELICATE = 2'b00;
    localparam NORMAL   = 2'b01;
    localparam HEAVY    = 2'b10;
    reg [1:0] selected_cycle;
    reg [5:0] timer;
    reg [5:0] fill_time, wash_time, drain_time, rinse_time, spin_time;
    always @(*) begin
        case (selected_cycle)
            DELICATE: {fill_time, wash_time, drain_time, rinse_time, spin_time} = {6'd5, 6'd10, 6'd3, 6'd5, 6'd8};
            NORMAL:   {fill_time, wash_time, drain_time, rinse_time, spin_time} = {6'd7, 6'd15, 6'd5, 6'd7, 6'd12};
            HEAVY:    {fill_time, wash_time, drain_time, rinse_time, spin_time} = {6'd8, 6'd20, 6'd7, 6'd10, 6'd15};
            default:  {fill_time, wash_time, drain_time, rinse_time, spin_time} = {6'd5, 6'd10, 6'd3, 6'd5, 6'd8};
        endcase
    end
    reg state_changed;
    always @(posedge clk) begin
        state_changed <= (current_state != next_state);
    end
    always @(posedge clk or posedge reset) begin
        if (reset) begin
            current_state <= IDLE;
            timer <= 0;
            selected_cycle <= DELICATE;
        end else begin
            current_state <= next_state;
            if (state_changed) begin
                timer <= 0;   
            end else begin
                case (current_state)
                    FILL:  timer <= (timer < fill_time-1) ? timer + 1 : timer;
                    WASH:  timer <= (timer < wash_time-1) ? timer + 1 : timer;
                    DRAIN: timer <= (timer < drain_time-1) ? timer + 1 : timer;
                    RINSE: timer <= (timer < rinse_time-1) ? timer + 1 : timer;
                    SPIN:  timer <= (timer < spin_time-1) ? timer + 1 : timer;
                    default: timer <= 0;
                endcase
            end
        end
    end
    always @(*) begin
        case (current_state)
            IDLE:     led_state = IDLE;
            FILL:     led_state = FILL;
            WASH:     led_state = WASH;
            DRAIN:    led_state = DRAIN;
            RINSE:    led_state = RINSE;
            SPIN:     led_state = SPIN;
            PAUSED:   led_state = PAUSED;
            COMPLETE: led_state = COMPLETE;
            default:  led_state = IDLE;
        endcase
    end
    always @(posedge clk or posedge reset) begin
        if (reset) begin
            selected_cycle <= DELICATE;
        end else if (current_state == IDLE && cycle_select) begin
            case (selected_cycle)
                DELICATE: selected_cycle <= NORMAL;
                NORMAL:   selected_cycle <= HEAVY;
                HEAVY:    selected_cycle <= DELICATE;
                default:  selected_cycle <= DELICATE;
            endcase
        end
    end
    always @(*) begin
        led_cycle = selected_cycle;
    end
    always @(*) begin
        next_state = current_state;
        door_lock = (current_state != IDLE && current_state != COMPLETE && current_state != PAUSED);
        buzzer = (current_state == PAUSED || current_state == COMPLETE);
        timer_display = timer;
        case (current_state)
            IDLE: begin
                if (start_stop && !door_open) next_state = FILL;
            end
            FILL: begin
                if (door_open) next_state = PAUSED;
                else if (timer >= fill_time-1) next_state = WASH;
            end
            WASH: begin
                if (door_open) next_state = PAUSED;
                else if (timer >= wash_time-1) next_state = DRAIN;
            end
            DRAIN: begin
                if (door_open) next_state = PAUSED;
                else if (timer >= drain_time-1) next_state = RINSE;
            end
            RINSE: begin
                if (door_open) next_state = PAUSED;
                else if (timer >= rinse_time-1) next_state = SPIN;
            end
            SPIN: begin
                if (door_open) next_state = PAUSED;
                else if (timer >= spin_time-1) next_state = COMPLETE;
            end
            PAUSED: begin
                if (!door_open && start_stop) next_state = current_state;
            end
            COMPLETE: begin
                if (start_stop) next_state = IDLE;
            end
        endcase
    end
endmodule
--- run.sh ---
#!/bin/bash
# OpenROAD 26Q1-2900-gdf79404cd8, Yosys 0.63+post, stock flow scripts
make -C /OpenROAD-flow-scripts/flow DESIGN_CONFIG=/design/flow/config.mk WORK_HOME=/design/flow/orfs finish
--- config.mk ---
export PLATFORM = sky130hd
export DESIGN_NAME = washing_machine
export DESIGN_NICKNAME = washing_machine
export VERILOG_FILES = /design/flow/design.v
export SDC_FILE = /design/flow/constraint.sdc
export NUM_CORES = 4
export LEC_CHECK = 1
export CORE_AREA = 10 10 70 70
export DIE_AREA = 0 0 80 80
--- constraint.sdc ---
current_design washing_machine

set clk_period 2.5
set clk_io_pct 0.2

create_clock -name clk0 -period $clk_period [get_ports {clk}]

set non_clock_inputs [all_inputs -no_clocks]
set_input_delay [expr $clk_period * $clk_io_pct] -clock clk0 $non_clock_inputs
set_output_delay [expr $clk_period * $clk_io_pct] -clock clk0 [all_outputs]
==> results.cfg <==
; yosys + openroad results
[outcome]
status = finished clean

[detailed_routing]
drtIter0Drc = 75
viasPerCell = 4.78
route.antenna.diode_count = 0
drt_wl_total_mm = 1.88
ant_nets = 0
remaining_drc_errors = 0
first_pass_iters = 4
num_vias = 741
wl_per_cell_um = 12.1

[sta]
holdWs_ps = 490
clock.fmax_mhz = 427
setup-tns-final_ps = 0
hold_viol = 0
rsz0062_at_grt = no
post-route-min-period_ps = 2340
finalMaxSlewViolations = 0
slew_headroom = 0.634
min_period_over_period = 0.937
clock_skew_ps = 0.742
setup_viol = 0
worstMarginPinSlew_ps = 544

[clock_network]
clockBufferDepth = 2
clk_pin_slew_ps = 60
ctsHoldBuffers = 0
cts_tree = yes
clk-insertion-delay-late_ps = 270
cts_resized = 0
cts_root_buf = clkbuf_4
htree_levels = 1
cts.sinks = 10
cts_buffers = 3
cts_post_setup_buffers_inserted = 0

[critical_path]
r2r-end = state_changed$_DFF_P_
slowest_delay_ps = 530
crit_required_ps = 2000
critical_path_depth = 4
r2r.worst_path.cells = 7
worstPathArrival_ps = 1840
worstSetupStartpointType = register
timing.rr.start = timer[1]$_DFFE_PP0P_
cp-end-kind = output port
critPathKind = register to output port
crit_end = door_lock
cp_num_buf_inv = 2
crit_chain = or3_1 > nand2_1 > inv_1 > clkdlybuf4s50_1
crit_slowest_cell = dfrtp_1
ff2ff_setup_slack_ps = 380
crit_start = current_state[1]$_DFF_PP0_
critPathTopFamily = simple AND/OR/NAND/NOR gates
critical_path.max_fanout = 14

[logic_synthesis]
ff_type = dfrtp_1
syn_area_per_cell_sq_um = 7.98
top_cells_by_count = dfrtp_1, inv_1, nand2_1
area_leaders = dfrtp_1, ha_1, buf_4
yosysSeqAreaShare = 0.307
yosys_warnings = 5
yosysTopAreaCellShare = 0.282
edf_count = 0
syn_inst = 100
yosys_area_sq_um = 798
yosys_cells = 100
synth_area_sq_um = 798
ys_ff = 10
ys_async_sr_fraction = 0.900
yosysTopAreaCell = dfrtp_1
synthDistinctLibCells = 39

[grt]
grt_first_pass_wirelength_mm = 3.21
grt_use_met2 = 0.0867
grt_util_met1 = 0.0860
grt_antenna_before_repair = 0
use_met3 = 0.0136
grt_max_degree = 17
overflow = 0
busiest_layer = met2
grt_usage = 0.0591
grt_pass1_vias = 692

[floorplanning]
ios = 16
chipArea_sq_um = 6400
coreArea_sq_um = 3420
die_width_um = 80
fp-utilization = 0.234
die_y_um = 80
rows = 21

[run]
warnings = 29
max-cap-violations = 0

[power_and_ir_drop]
p_per_area_nw_per_um2 = 333
power.leakage_nw = 0.429
max-vdd-ir-drop_mv = 0.0950

[final_layout]
fillers = 367
drive_gt1_frac = 0.0826
comb_area_sq_um = 462
utilization = 0.284
seqCellArea_sq_um = 245
area_growth_syn_to_layout_pct = 21.5

[placement]
routabilityCongestion = 0.935
port_buffers = 12
post-dp-hpwl_mm = 1.40

[worst_hold_path]
hp-class = primary input to async pin
==> worst register-to-register path, stage by stage (launching register included) <==
cell and delay, ps:
dfrtp_1 470, inv_1 130, ha_1 190, or3b_2 450, a211oi_1 420, nor3_1 80, a21oi_1 130, o311ai_0 120
==> worst min-delay path by stage <==
stage,startpoint,to,slack [ps],depth (start not counted)
4_1_cts,reset,timer[4]$_DFFE_PP0P_,510,2
5_1_grt,reset,timer[5]$_DFFE_PP0P_,520,2
6_report,reset,timer[4]$_DFFE_PP0P_,490,2
==> flip-flops by register name, summed over array words and instances, names as in the netlist <==
| register | flops |
|---|---|
| current_state | 3 |
| state_changed | 1 |
| timer | 6 |
==> routing by layer <==
metal,vias up,share of wire
met5,-,0
met4,0,0.022
met3,5,0.085
met2,27,0.41
met1,337,0.48
li1,372,-
==> cell type report <==
| class | instances | area share |
|---|---|---|
| Inverter | 9 | 0.0348 |
| Clock buffer | 4 | 0.0374 |
| Timing Repair Buffer | 14 | 0.139 |
| Sequential cell | 10 | 0.253 |
| Multi-Input combinational cell | 72 | 0.476 |
| Tap cell | 46 | 0.0594 |
==> metrics by stage <==
stage | power [mW] | area [sq um] | setup slack, ps | std cells
floorplan | 0.173 | 802 | 582 | 101
global placement | 0.177 | 933 | 422 | 151
detailed placement | 0.177 | 933 | 432 | 151
CTS | 0.322 | 970 | 153 | 155
global route | 0.341 | 970 | 55.7 | 155
finish | 0.323 | 970 | 157 | 155
==> layout by cell type (no fill, tap or decap), drive strengths merged, types with 2 or more instances in the layout <==
cell type / netlist / routed
clkdlybuf4s50: 0 / 12
inv: 9 / 9
nand2: 9 / 9
dfrtp: 9 / 9
nor2: 8 / 8
o21ai: 7 / 7
nor3: 6 / 6
a21oi: 6 / 6
and3: 4 / 4
ha: 4 / 4
clkbuf: 3 / 4
nor2b: 2 / 2
nand3: 2 / 2
o211ai: 2 / 2
conb: 1 / 2
buf: 7 / 2
==> report_power, final <==
group,switching (mW),leakage [nW],internal (mW)
clock network,0.0600,0.0210,0.0887
logic,0.00681,0.285,0.00557
registers,0.000000846,0.123,0.161
total,0.0668,0.429,0.256
==> kinds of logic after synthesis <==
family          count (synthesis)  synth area share
simple gates                   37             0.249
compound gates                 28             0.243
buf+inv                        19             0.119
flops                          10             0.307
fa+ha+maj                       4            0.0627
mux                             1            0.0141
other cells                     1           0.00470
No activity file was given, so power comes from the tool's default toggle rates.
